`/design/flow/config.mk`:
```
export PLATFORM = sky130hd
export DESIGN_NAME = ram3
export DESIGN_NICKNAME = ram3
export VERILOG_FILES = /design/flow/design.v
export SDC_FILE = /design/flow/constraint.sdc
export NUM_CORES = 4
export LEC_CHECK = 1
export CORE_UTILIZATION = 50
export SYNTH_HDL_FRONTEND = slang
```
`/design/flow/constraint.sdc`:
```
current_design ram3

set clk_period 50.0
set clk_io_pct 0.2

create_clock -name clk0 -period $clk_period

set non_clock_inputs [all_inputs -no_clocks]
set_input_delay [expr $clk_period * $clk_io_pct] -clock clk0 $non_clock_inputs
set_output_delay [expr $clk_period * $clk_io_pct] -clock clk0 [all_outputs]
```
`/design/flow/design.v`:
```
module ram3(  data_out, data_in, addr, wr, cs
    );
 parameter addr_size =10, word_size=8 , memory_size=1024;
 input[addr_size-1: 0]addr;
 input[word_size-1 :0]data_in;
 input wr,cs;
 output[word_size-1 :0]data_out;
 reg [word_size-1 :0]mem [memory_size-1 :0];
 assign data_out =mem[addr];
 always@(wr or cs)
   if(wr) mem[addr] = data_in;
endmodule
```
`/design/flow/run.sh`:
```
#!/bin/bash
# OpenROAD 26Q1-2900-gdf79404cd8, Yosys 0.63+post, stock flow scripts
make -C /OpenROAD-flow-scripts/flow DESIGN_CONFIG=/design/flow/config.mk WORK_HOME=/design/flow/orfs finish
```
==> reports/qor.csv <==
metric,value,unit
status,"complete, no violations",
grt_max_degree,156,
ir_drop,0.0137,mV
placed_cell_area,198000,um2
pwr_density_cell,3.24,nW/um2
setup_tns,0,ns
finalSetupViolations,0,
syn-cell-area,192000,um2
top_area_cell,dlxtp_1,
unclocked_pins,8192,
cpMostUsedCell,buf_4,
path_delay_family,buffers and inverters,
hold_viol,0,
top_cell,dlxtp_1,
syn_avg_cell_area,11.7,um2
finalCriticalPeriod,27.96,ns
grtUsageTotal,32.6,%
dr.pass1.iters,5,
ys_warn_count,0,
crit_slowest_cell,nor4_1,
post-route-cell-area,198000,um2
synth_cell_types,53,
gr-total-overflow,0,
fmax,0.0358,GHz
async_flop_share,0,%
warnings,94,
fin_cells,21000,
untimed_endpoints,8192,
fp-utilization,50.2,%
routabilityCongestion,0.936,
num_vias,124000,
largest_reg_flops,8192,
die_y,622,um
path_cells,"buf_16, buf_4, buf_4, buf_4, buf_4, buf_4, buf_4, mux2i_1, o22ai_1, nor4_1, nand3_1, nand4_1, nand4_1, or3_1, clkdlybuf4s50_1",
synth.area.top_cells,"dlxtp_1, mux2i_1, mux4_2",
aoi_share,5.97,%
wl_per_cell,28.5,um
crit_type,in2out,
ys.flops,8192,
cts_resized,0,
rsz0062_at_grt,false,
grt_pass1_wl,862000,um
switchingPower,0.377,mW
post_cts_buffers,0,
common_cells,"dlxtp_1, mux2i_1, nor2_1",
ys_sh_mux,22.8,%
drc_errors,0,
synth-cells-yosys,16500,
period_used_share,55.9,%
chipArea,387000,um2
core-area,382000,um2
worstPathRequired,40.00,ns
dieWidth,622,um
top_area_share,64.0,%
drive_above_1_share,8.50,%
crit_buf_inv,8,
vias_per_cell,5.91,
grt_pass1_vias,117000,
cp-start-kind,input port,
slew_viol_final,0,
p_int,0.264,mW
cp_max_fo,100,
io_pins,28,
edf_count,0,
dominantRegCellSynth,dlxtp_1,
ant_nets,0,
ys_area,192000,um2
place_inst,20900,
fa_ha_area_share,0,%
antenna_found_initial,49,
arrival,17.96,ns
syn_to_final_growth,3.11,%
yosys.area_share.simple,4.77,%
slowest_delay,0.72,ns
dp_hpwl,401000,um
p_total,0.641,mW
synthCells,16500,
cts_hold_buf,0,
maxSlewHeadroom,19.1,%
p_leak,92.5,nW
synth.comb.largest_family,multiplexers,
min_path_type,in2out,
end_kind,primary output,
p_sw_share,58.8,%
maxCapViolations,0,
rows,227,
synth-xor-area-share,0,%
wl,598000,um
io_buffers,27,
worst_slew_pin_slew,1.18,ns
dr.first_iter.drc_count,8338,
final timing paths:
check  slack [ns]          end  cells past startpoint     from
min         21.46  data_out[7]                      6  addr[6]
max         22.04  data_out[0]                     15  addr[1]
kinds of logic (layout without fill, tap and decap cells):
kind of cell	Yosys count	count (layout)
buffers and inverters	1077	475
and+or+nand+nor	2136	2136
AOI/OAI and AO/OA	1727	1727
latches	8192	8192
other	0	42
muxes	3344	3344
cells in the final DEF, fill, tap and decap left out, drive strengths merged, types with 2 or more instances in the layout:
cell	instances
dlxtp	8192
mux2i	2524
nor2	1450
o22ai	975
mux4	818
buf	463
a22oi	294
o21ai	193
nor3	181
nand3	149
nor4	141
o2111ai	113
nand2	98
a2111oi	57
nand4	55
diode	42
a31oi	39
o22a	12
or3	11
a22o	10
and2	10
clkdlybuf4s50	9
o211ai	8
nor2b	8
a32oi	7
a211oi	5
a21oi	5
and3	5
or4	5
or4b	4
nand4bb	4
nand4b	4
a221oi	3
or2	3
clkinv	2
or4bb	2
o221ai	2
mux2	2
nor3b	2
and3b	2
cell type report:
type / instances / area, um2
sequential: 8192 / 123000
antenna: 42 / 105
inverter: 2 / 7.51
multi-input combinational: 7207 / 64800
fill: 33300 / 184000
tap: 5038 / 6300
timing repair buffer: 473 / 3830
worst min-delay path, stage by stage:
cell and delay [ns]:
buf_6 0.30, a211oi_1 0.10, o211ai_1 0.09, a32o_1 0.14, or4_1 0.28, clkdlybuf4s50_1 0.52
per-layer routing:
metal	wire [um]	vias up	track usage (%)
met2	268000	3933	47.1
met3	62300	775	12.2
met1	244000	62300	48.3
li1	-	56800	-
met5	620	-	0.296
met4	22600	68	10.1
through the flow:
step	util, %	worst slack [ns]	hold slack, ns
after CTS	51.8	22.20	21.45
after floorplan	-	27.66	20.45
after detailed placement	51.8	22.20	21.45
after global routing	51.8	21.70	21.47
final	51.8	22.04	21.46
after global placement	51.8	22.21	21.44
Power and IR drop assume default switching activity.
