### flow/run.sh
#!/bin/bash
# OpenROAD 26Q1-2900-gdf79404cd8, Yosys 0.63+post, stock flow scripts
make -C /OpenROAD-flow-scripts/flow DESIGN_CONFIG=/design/flow/config.mk WORK_HOME=/design/flow/orfs finish
### flow/config.mk
export PLATFORM = sky130hd
export DESIGN_NAME = SPController
export DESIGN_NICKNAME = SPController
export VERILOG_FILES = /design/flow/design.v
export SDC_FILE = /design/flow/constraint.sdc
export NUM_CORES = 4
export LEC_CHECK = 1
export CORE_AREA = 10 10 70 70
export DIE_AREA = 0 0 80 80
### flow/constraint.sdc
current_design SPController

set clk_period 2.4
set clk_io_pct 0.2

create_clock -name clk0 -period $clk_period [get_ports {clk}]

set non_clock_inputs [all_inputs -no_clocks]
set_input_delay [expr $clk_period * $clk_io_pct] -clock clk0 $non_clock_inputs
set_output_delay [expr $clk_period * $clk_io_pct] -clock clk0 [all_outputs]
### flow/design.v
`timescale 1ns / 1ps
module SPController(input entry_sensor,exit_sensor,clk,resetn,
input [7:0]entered_pass,
output reg entry,NoSpace,exit
    );
reg [1:0]cur_s,nex_s;
parameter sensor = 2'b00,password = 2'b01,entrance = 2'b10,space = 2'b11;
parameter passkey = 8'hA4;
reg mem[0:49];
reg [5:0]j_reg,j_nex;
reg entr,ext;
integer i;
always @(posedge clk)
begin
if(~resetn)
begin
cur_s <= sensor;
j_reg <= 0;
for(i = 0;i < 50;i = i + 1)
begin
	mem[i] = 0;
end
end
else
begin
cur_s <= nex_s;
j_reg <= j_nex;
end
end
always @(*)
begin
if(entry_sensor)
begin
	entr <= 1;
	ext <= 0;
end
else if(exit_sensor)
begin
	entr <= 0;
	ext <= 1;
end
end
always @(*)
begin
nex_s = cur_s;
entry = 0;
exit = 0;
NoSpace = 0;
j_nex = j_reg;
	case(cur_s)
		sensor:begin
			if(entr)
			 begin
				nex_s = password;
			 end
			else if(ext)
			 begin
				nex_s = space;
				exit = 1;
			end
		end
		password:begin
			if(entered_pass == passkey)
			nex_s = entrance;
			else
			nex_s = cur_s;
		end
		entrance:begin
			entry = 1;
			nex_s = space;
		end
		space:begin
		if(j_reg < 50)
		 begin
			if(mem[j_reg] == 0 && entr)
			begin
				mem[j_reg] = 1;
				nex_s = sensor;
				j_nex = j_reg + 1;
			end
			else if(ext)
			begin
				mem[j_reg] = 0;
				j_nex = j_reg + 1;
				nex_s = sensor;
			end
			else
			begin
				nex_s = space;
			end
		 end
		else
		 begin
			j_nex = 0;
			nex_s = sensor;
			if(entr)
				NoSpace = 1;
			else if(ext)
				NoSpace = 0;
		 end
		end
	endcase
end
endmodule
==> run_results.csv <==
group,metric,value,unit
placement,numPortBuffers,14,
critical_path,r2r-end,"j_reg[4]",
clock_network,clk_path_buf_depth,2,
routing,vias_per_cell,4.36,
floorplanning,placement_rows,21,
critical_path,timing.critical_path.from_type,"flip-flop",
timing,timing.final.crit_period,2.16,ns
global_routing,grtUsageTotal,4.49,%
logic_synthesis,synth_stat.cells,68,
logic_synthesis,simple_gate_area_share,30.4,%
routing,drcViolationCount,0,
logic_synthesis,postSynthCellCount,68,
logic_synthesis,topCellsByArea,"sky130_fd_sc_hd__dfxtp_1, sky130_fd_sc_hd__nor2_1, sky130_fd_sc_hd__dlxtn_1",
timing,timing.slew.headroom,60.3,%
clock_network,post_cts_setup_buffer_count,0,
hold_path,hold_end,"cur_s[1]",
floorplanning,core_area,0.00342,sq mm
clock_network,cts.hold.buffers_added,0,
routing,detail_route.antenna_diodes,0,
timing,worst_slew_pin_slew,0.588,ns
run,max-cap-violations,0,
clock_network,ctsHtreeMaxLevel,1,
clock_network,worst_setup_hold_path_clk_slew,0.07,ns
timing,timing.fmax,463,MHz
timing,setup_clock_skew_after_layout,0.00144,ns
power_and_ir_drop,max-vdd-ir-drop,231,uV
routing,detail_route.wirelength,1360,um
floorplanning,die_y,80,um
logic_synthesis,topCombFamilyByArea,"simple AND/OR/NAND/NOR gates",
routing,final_antenna_net_count,0,
power_and_ir_drop,leakagePower,0.287,nW
final_layout,final_cell_count_no_fill,130,
critical_path,r2r_setup_slack,0.95,ns
logic_synthesis,ys_sh_mux,0,%
placement,place_inst,126,
timing,setup_repair_after_global_routing_missed_its_margin,"no",
global_routing,largest_net_degree_at_the_start_of_global_routing,12,
clock_network,num_cts_buffers,3,
critical_path,crit_fanout,7,
global_routing,grt_first_pass_wirelength,2410,um
routing,num_vias,567,
global_routing,antenna_found_initial,0,
outcome,run_status,"finished clean",
final_layout,fill_cells,380,
critical_path,worstSetupEndpointType,"primary output",
timing,unclocked_pins,2,
timing,timing.setup.tns,0,ns
global_routing,first_global_vias,523,
hold_path,worst_hold_startpoint,"cur_s[2]",
power_and_ir_drop,pwr_density_cell,486,mW/mm^2
critical_path,critical_path_required,1.92,ns
timing,finalCritPeriodShare,89.9,%
logic_synthesis,largest_area_contributor_in_the_synthesized_netlist,"sky130_fd_sc_hd__dfxtp_1",
placement,detailedPlacementHpwl,1030,um
timing,unconstrained_endpoints,2,
floorplanning,fp_util,16.4,%
timing,hold_viol,0,
floorplanning,horizontal_die_dimension,80,um
timing,max_slew_vio_count,0,
logic_synthesis,synthFlopType,"sky130_fd_sc_hd__dfxtp_1",
run,warnings,25,
final_layout,final_layout_size_suffix_gt1_share,5.95,%
logic_synthesis,synthAdderAreaFrac,2.24,%
logic_synthesis,synth-seq-cells,12,
routing,detail_route.iter0.violations,26,
routing,drt_first_pass_iters,4,
logic_synthesis,synth_xor_xnor_area_share,0,%
logic_synthesis,synth_async_sr_flop_share,0,%
logic_synthesis,synth.top_cell.area_share,35.8,%
logic_synthesis,post_synthesis_cell_type_count,32,
logic_synthesis,area_of_the_mapped_netlist,559,sq um
clock_network,clk-insertion-delay-late,0.27,ns
hold_path,hold_depth,2,
floorplanning,dieArea,0.00640,sq mm
logic_synthesis,avgSynthCellArea,8.22,sq um
logic_synthesis,yosys_area,559,sq um
logic_synthesis,synthMostInstantiatedCell,"sky130_fd_sc_hd__dfxtp_1",
timing,setup-violations-final,0,
routing,wire_per_inst,10.5,um
clock_network,cts_tree,"built",
critical_path,cp.arrival,1.68,ns
clock_network,library_cell_used_as_clock_root_buffer,"sky130_fd_sc_hd__clkbuf_4",
hold_path,timing.hold.worst.class,"flip-flop to flip-flop",
critical_path,worst_r2r_path_depth,3,
placement,routabilityCongestion,0.797,
logic_synthesis,common_cells,"sky130_fd_sc_hd__dfxtp_1, sky130_fd_sc_hd__nor2_1, sky130_fd_sc_hd__nand2_1",
critical_path,path_class,"flip-flop to primary output",
clock_network,post_cts_resized,0,
final_layout,largest_register_ffs,6,
logic_synthesis,aoi_share,20.6,%
floorplanning,num_io_pins,15,
logic_synthesis,edf_count,0,
critical_path,timing.rr.start,"cur_s[2]",
logic_synthesis,yosysWarningCount,398,
global_routing,grt_overflow_total,0,
final_layout,syn_to_final_growth,39.6,%
## cell type report
class | instances | area (sq um) | area share [%]
tap | 46 | 57.6 | 7.37
clock buffer | 4 | 36.3 | 4.65
sequential | 12 | 230 | 29.5
timing repair buffer | 15 | 148 | 18.9
multi-input combinational | 50 | 298 | 38.1
inverter | 3 | 11.3 | 1.44
## how the worst max path moves through the flow
stage     slack [ns]  cells past startpoint      from       to
4_1_cts         0.22                      3  j_reg[1]  NoSpace
6_report        0.24                      3  j_reg[2]  NoSpace
5_1_grt         0.16                      3  j_reg[1]  NoSpace
## worst max-delay path, cell delays in order, from the launching register on
cell and delay [ns]:
sky130_fd_sc_hd__dfxtp_1 0.37, sky130_fd_sc_hd__o311a_1 0.43, sky130_fd_sc_hd__and3_1 0.21, sky130_fd_sc_hd__clkdlybuf4s50_1 0.40
## cells by family (layout without fill, tap and decap cells)
group | after synthesis | in the layout
adder cells (fa/ha/maj) | 1 | 1
AND/OR/NAND/NOR | 33 | 33
buffers and inverters | 6 | 22
flip-flops | 10 | 10
AND-OR/OR-AND | 16 | 16
latches | 2 | 2
## through the flow
step	utilization [%]	instance area (sq um)	setup WS (ns)	power, mW	hold WS, ns
final	22.9	781	0.242	0.380	0.487
after global routing	22.9	781	0.163	0.401	0.542
after CTS	22.9	781	0.223	0.383	0.484
after detailed placement	21.8	744	0.526	0.227	0.470
after global placement	21.8	744	0.542	0.227	0.470
after floorplan	-	559	1.02	0.202	0.454
## power breakdown
part / leakage, nW / switching, mW / internal [mW]
clock network: 0.0210 / 0.0639 / 0.0922
logic: 0.168 / 0.0165 / 0.0279
registers: 0.0978 / 0.00630 / 0.173
## layer usage
layer,vias to the layer above,GRT usage (%),part of all wire (%)
met1,266,5.92,48
met3,2,2.84,10
li1,283,-,-
met2,16,6.10,40
met5,-,0,0
met4,0,0.704,0.81
## placed cells by master, fill, tap and decap left out, types with 2 or more instances in the layout
cell / synthesis / routed
sky130_fd_sc_hd__nand2b_1: 2 / 2
sky130_fd_sc_hd__nor2_1: 9 / 9
sky130_fd_sc_hd__dlxtn_1: 2 / 2
sky130_fd_sc_hd__o22ai_1: 2 / 2
sky130_fd_sc_hd__o311ai_0: 2 / 2
sky130_fd_sc_hd__inv_1: 3 / 3
sky130_fd_sc_hd__nand3_1: 2 / 2
sky130_fd_sc_hd__nand2_1: 8 / 8
sky130_fd_sc_hd__a21oi_1: 2 / 2
sky130_fd_sc_hd__or3_1: 3 / 3
sky130_fd_sc_hd__nand4_1: 2 / 2
sky130_fd_sc_hd__clkdlybuf4s50_1: 0 / 14
sky130_fd_sc_hd__o21ai_0: 2 / 2
sky130_fd_sc_hd__dfxtp_1: 10 / 10
sky130_fd_sc_hd__clkbuf_4: 0 / 3
Power is estimated from default activity; no workload was simulated.
