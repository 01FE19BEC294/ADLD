--- flow/config.mk ---
export PLATFORM = sky130hd
export DESIGN_NAME = tictactoe
export DESIGN_NICKNAME = tictactoe
export VERILOG_FILES = /design/flow/design.v
export SDC_FILE = /design/flow/constraint.sdc
export NUM_CORES = 4
export LEC_CHECK = 1
export CORE_UTILIZATION = 30
--- flow/run.sh ---
#!/bin/bash
# OpenROAD 26Q1-2900-gdf79404cd8, Yosys 0.63+post, stock flow scripts
make -C /OpenROAD-flow-scripts/flow DESIGN_CONFIG=/design/flow/config.mk WORK_HOME=/design/flow/orfs finish
--- flow/design.v ---
module tictactoe(
     input clock,  
     input reset,  
     input play,  
     input pc,  
     input [3:0] computer_position,player_position, 
     output wire [1:0] pos1,pos2,pos3,
     pos4,pos5,pos6,pos7,pos8,pos9,
     output wire[1:0]who 
     );
 wire [15:0] PC_en; 
 wire [15:0] PL_en;  
 wire illegal_move;  
 wire win;  
 wire computer_play;  
 wire player_play;  
 wire no_space;  
  position_registers position_reg_unit(
      clock,  
      reset,  
      illegal_move,  
      PC_en[8:0],  
      PL_en[8:0],  
      pos1,pos2,pos3,pos4,pos5,pos6,pos7,pos8,pos9 
      );
 winner_detector win_detect_unit(pos1,pos2,pos3,pos4,pos5,pos6,pos7,pos8,pos9,win,who);
 position_decoder pd1(computer_position,computer_play,PC_en);
 position_decoder pd2(player_position,player_play,PL_en); 
  illegal_move_detector imd_unit(
   pos1,pos2,pos3,pos4,pos5,pos6,pos7,pos8,pos9, 
   PC_en[8:0], PL_en[8:0], 
   illegal_move
   );
 nospace_detector nsd_unit(
   pos1,pos2,pos3,pos4,pos5,pos6,pos7,pos8,pos9, 
   no_space
    ); 
 fsm_controller tic_tac_toe_controller(
     clock, 
     reset, 
     play,  
     pc, 
     illegal_move, 
     no_space,  
     win,  
     computer_play,  
     player_play  
     );    
endmodule 
module position_registers(
      input clock,  
      input reset,  
      input illegal_move,  
      input [8:0] PC_en,  
      input [8:0] PL_en,  
      output reg[1:0] pos1,pos2,pos3,pos4,pos5,pos6,pos7,pos8,pos9 
      );
 always @(posedge clock or posedge reset)
 begin
  if(reset) 
   pos1 <= 2'b00;
  else begin
   if(illegal_move==1'b1)
    pos1 <= pos1; 
   else if(PC_en[0]==1'b1)
    pos1 <= 2'b10;  
   else if (PL_en[0]==1'b1)
    pos1 <= 2'b01; 
   else 
    pos1 <= pos1; 
  end 
 end 
 always @(posedge clock or posedge reset)
 begin
  if(reset) 
   pos2 <= 2'b00;
  else begin
   if(illegal_move==1'b1)
    pos2 <= pos2; 
   else if(PC_en[1]==1'b1)
    pos2 <= 2'b10;  
   else if (PL_en[1]==1'b1)
    pos2 <= 2'b01; 
   else 
    pos2 <= pos2; 
  end 
 end 
 always @(posedge clock or posedge reset)
 begin
  if(reset) 
   pos3 <= 2'b00;
  else begin
   if(illegal_move==1'b1)
    pos3 <= pos3; 
   else if(PC_en[2]==1'b1)
    pos3 <= 2'b10;  
   else if (PL_en[2]==1'b1)
    pos3 <= 2'b01; 
   else 
    pos3 <= pos3; 
  end 
 end  
 always @(posedge clock or posedge reset)
 begin
  if(reset) 
   pos4 <= 2'b00;
  else begin
   if(illegal_move==1'b1)
    pos4 <= pos4; 
   else if(PC_en[3]==1'b1)
    pos4 <= 2'b10;  
   else if (PL_en[3]==1'b1)
    pos4 <= 2'b01; 
   else 
    pos4 <= pos4; 
  end 
 end 
 always @(posedge clock or posedge reset)
 begin
  if(reset) 
   pos5 <= 2'b00;
  else begin
   if(illegal_move==1'b1)
    pos5 <= pos5; 
   else if(PC_en[4]==1'b1)
    pos5 <= 2'b10;  
   else if (PL_en[4]==1'b1)
    pos5 <= 2'b01; 
   else 
    pos5 <= pos5; 
  end 
 end 
 always @(posedge clock or posedge reset)
 begin
  if(reset) 
   pos6 <= 2'b00;
  else begin
   if(illegal_move==1'b1)
    pos6 <= pos6; 
   else if(PC_en[5]==1'b1)
    pos6 <= 2'b10;  
   else if (PL_en[5]==1'b1)
    pos6 <= 2'b01; 
   else 
    pos6 <= pos6; 
  end 
 end 
 always @(posedge clock or posedge reset)
 begin
  if(reset) 
   pos7 <= 2'b00;
  else begin
   if(illegal_move==1'b1)
    pos7 <= pos7; 
   else if(PC_en[6]==1'b1)
    pos7 <= 2'b10;  
   else if (PL_en[6]==1'b1)
    pos7 <= 2'b01; 
   else 
    pos7 <= pos7; 
  end 
 end 
 always @(posedge clock or posedge reset)
 begin
  if(reset) 
   pos8 <= 2'b00;
  else begin
   if(illegal_move==1'b1)
    pos8 <= pos8; 
   else if(PC_en[7]==1'b1)
    pos8 <= 2'b10;  
   else if (PL_en[7]==1'b1)
    pos8 <= 2'b01; 
   else 
    pos8 <= pos8; 
  end 
 end 
 always @(posedge clock or posedge reset)
 begin
  if(reset) 
   pos9 <= 2'b00;
  else begin
   if(illegal_move==1'b1)
    pos9 <= pos9; 
   else if(PC_en[8]==1'b1)
    pos9 <= 2'b10;  
   else if (PL_en[8]==1'b1)
    pos9 <= 2'b01; 
   else 
    pos9 <= pos9; 
  end 
 end  
endmodule 
module fsm_controller(
     input clock, 
     input reset, 
     play,  
     pc, 
     illegal_move, 
     no_space,  
     win,  
     output reg computer_play,  
     player_play  
     );
parameter IDLE=2'b00;
parameter PLAYER=2'b01;
parameter COMPUTER=2'b10;
parameter GAME_DONE=2'b11;
reg[1:0] current_state, next_state;
always @(posedge clock or posedge reset) 
begin 
 if(reset)
  current_state <= IDLE;
 else 
  current_state <= next_state;
end 
always @(*)
 begin
 case(current_state)
 IDLE: begin 
  if(reset==1'b0 && play == 1'b1)
   next_state <= PLAYER;  
  else 
   next_state <= IDLE;
  player_play <= 1'b0;
  computer_play <= 1'b0;
 end 
 PLAYER:begin 
  player_play <= 1'b1;
  computer_play <= 1'b0;
  if(illegal_move==1'b0)
   next_state <= COMPUTER;  
  else 
   next_state <= IDLE;
 end 
 COMPUTER:begin 
  player_play <= 1'b0;
  if(pc==1'b0) begin 
   next_state <= COMPUTER;
   computer_play <= 1'b0;
  end
  else if(win==1'b0 && no_space == 1'b0)
  begin 
   next_state <= IDLE;
   computer_play <= 1'b1; 
  end 
  else if(no_space == 1 || win ==1'b1)
  begin 
   next_state <= GAME_DONE;  
   computer_play <= 1'b1; 
  end  
 end 
 GAME_DONE:begin  
  player_play <= 1'b0;
  computer_play <= 1'b0; 
  if(reset==1'b1) 
   next_state <= IDLE; 
  else 
   next_state <= GAME_DONE;  
 end 
 default: next_state <= IDLE; 
 endcase
 end
endmodule 
module nospace_detector(
   input [1:0] pos1,pos2,pos3,pos4,pos5,pos6,pos7,pos8,pos9, 
   output wire no_space
    );
wire temp1,temp2,temp3,temp4,temp5,temp6,temp7,temp8,temp9;
assign temp1 = pos1[1] | pos1[0];
assign temp2 = pos2[1] | pos2[0];
assign temp3 = pos3[1] | pos3[0];
assign temp4 = pos4[1] | pos4[0];
assign temp5 = pos5[1] | pos5[0];
assign temp6 = pos6[1] | pos6[0];
assign temp7 = pos7[1] | pos7[0];
assign temp8 = pos8[1] | pos8[0];
assign temp9 = pos9[1] | pos9[0];
assign no_space =((((((((temp1 & temp2) & temp3) & temp4) & temp5) & temp6) & temp7) & temp8) & temp9);
endmodule 
module illegal_move_detector(
   input [1:0] pos1,pos2,pos3,pos4,pos5,pos6,pos7,pos8,pos9, 
   input [8:0] PC_en, PL_en, 
   output wire illegal_move
   );
wire temp1,temp2,temp3,temp4,temp5,temp6,temp7,temp8,temp9;
wire temp11,temp12,temp13,temp14,temp15,temp16,temp17,temp18,temp19;
wire temp21,temp22;
assign temp1 = (pos1[1] | pos1[0]) & PL_en[0];
assign temp2 = (pos2[1] | pos2[0]) & PL_en[1];
assign temp3 = (pos3[1] | pos3[0]) & PL_en[2];
assign temp4 = (pos4[1] | pos4[0]) & PL_en[3];
assign temp5 = (pos5[1] | pos5[0]) & PL_en[4];
assign temp6 = (pos6[1] | pos6[0]) & PL_en[5];
assign temp7 = (pos7[1] | pos7[0]) & PL_en[6];
assign temp8 = (pos8[1] | pos8[0]) & PL_en[7];
assign temp9 = (pos9[1] | pos9[0]) & PL_en[8];
assign temp11 = (pos1[1] | pos1[0]) & PC_en[0];
assign temp12 = (pos2[1] | pos2[0]) & PC_en[1];
assign temp13 = (pos3[1] | pos3[0]) & PC_en[2];
assign temp14 = (pos4[1] | pos4[0]) & PC_en[3];
assign temp15 = (pos5[1] | pos5[0]) & PC_en[4];
assign temp16 = (pos6[1] | pos6[0]) & PC_en[5];
assign temp17 = (pos7[1] | pos7[0]) & PC_en[6];
assign temp18 = (pos8[1] | pos8[0]) & PC_en[7];
assign temp19 = (pos9[1] | pos9[0]) & PC_en[8];
assign temp21 =((((((((temp1 | temp2) | temp3) | temp4) | temp5) | temp6) | temp7) | temp8) | temp9);
assign temp22 =((((((((temp11 | temp12) | temp13) | temp14) | temp15) | temp16) | temp17) | temp18) | temp19);
assign illegal_move = temp21 | temp22 ;
endmodule 
module position_decoder(input[3:0] in, input enable, output wire [15:0] out_en);
 reg[15:0] temp1;
 assign out_en = (enable==1'b1)?temp1:16'd0;
 always @(*)
 begin
 case(in)
 4'd0: temp1 <= 16'b0000000000000001;
 4'd1: temp1 <= 16'b0000000000000010; 
 4'd2: temp1 <= 16'b0000000000000100;
 4'd3: temp1 <= 16'b0000000000001000;
 4'd4: temp1 <= 16'b0000000000010000;
 4'd5: temp1 <= 16'b0000000000100000;
 4'd6: temp1 <= 16'b0000000001000000;
 4'd7: temp1 <= 16'b0000000010000000;
 4'd8: temp1 <= 16'b0000000100000000;
 4'd9: temp1 <= 16'b0000001000000000;
 4'd10: temp1 <= 16'b0000010000000000;
 4'd11: temp1 <= 16'b0000100000000000;
 4'd12: temp1 <= 16'b0001000000000000;
 4'd13: temp1 <= 16'b0010000000000000;
 4'd14: temp1 <= 16'b0100000000000000;
 4'd15: temp1 <= 16'b1000000000000000;
 default: temp1 <= 16'b0000000000000001; 
 endcase 
end 
endmodule 
module winner_detector(input [1:0] pos1,pos2,pos3,pos4,pos5,pos6,pos7,pos8,pos9, output wire winner, output wire [1:0]who);
wire win1,win2,win3,win4,win5,win6,win7,win8;
wire [1:0] who1,who2,who3,who4,who5,who6,who7,who8;
winner_detect_3 u1(pos1,pos2,pos3,win1,who1); 
winner_detect_3 u2(pos4,pos5,pos6,win2,who2); 
winner_detect_3 u3(pos7,pos8,pos9,win3,who3); 
winner_detect_3 u4(pos1,pos4,pos7,win4,who4); 
winner_detect_3 u5(pos2,pos5,pos8,win5,who5); 
winner_detect_3 u6(pos3,pos6,pos9,win6,who6); 
winner_detect_3 u7(pos1,pos5,pos9,win7,who7); 
winner_detect_3 u8(pos3,pos5,pos6,win8,who8); 
assign winner = (((((((win1 | win2) | win3) | win4) | win5) | win6) | win7) | win8);
assign who = (((((((who1 | who2) | who3) | who4) | who5) | who6) | who7) | who8);
endmodule 
module winner_detect_3(input [1:0] pos0,pos1,pos2, output wire winner, output wire [1:0]who);
wire [1:0] temp0,temp1,temp2;
wire temp3;
assign temp0[1] = !(pos0[1]^pos1[1]);
assign temp0[0] = !(pos0[0]^pos1[0]);
assign temp1[1] = !(pos2[1]^pos1[1]);
assign temp1[0] = !(pos2[0]^pos1[0]);
assign temp2[1] = temp0[1] & temp1[1];
assign temp2[0] = temp0[0] & temp1[0];
assign temp3 = pos0[1] | pos0[0];
assign winner = temp3 & temp2[1] & temp2[0];
assign who[1] = winner & pos0[1];
assign who[0] = winner & pos0[0];
endmodule
--- flow/constraint.sdc ---
current_design tictactoe

set clk_period 3.7
set clk_io_pct 0.2

create_clock -name clk0 -period $clk_period [get_ports {clock}]

set non_clock_inputs [all_inputs -no_clocks]
set_input_delay [expr $clk_period * $clk_io_pct] -clock clk0 $non_clock_inputs
set_output_delay [expr $clk_period * $clk_io_pct] -clock clk0 [all_outputs]
==> impl_metrics.yaml <==
# synthesis and place-and-route metrics
run_status:
  status: "finished, final reports clean"
yosys:
  yosysWarnings: 3
  synthCells: 189
  ys_ff: 23
  synth-edff-count: 0
  common_cells: "dfrtp_1, nor3_1, nor2_1"
  synth.top_cell.area_share_pct: 30.5
  yosys_area_um2: 1640
  synth.most_common_cell: "dfrtp_1"
  async_flop_share_pct: 87.0
  synth_top_cell_by_area: "dfrtp_1"
  synthTopCellsByArea: "dfrtp_1, nor3_1, and3_1"
  synthDistinctLibCells: 54
  syn_avg_cell_area_um2: 8.68
  synthesis.area_um2: 1640
  synth_stat.cells: 189
  synthFlopType: "dfrtp_1"
global_routing:
  grt_pass1_vias: 1491
  grt_antenna_before_repair: 0
  grt_pass1_wl_um: 7460
  grt_usage_pct: 16.0
  grt_start_max_net_pins: 23
  grt-ovfl-total: 0
drt:
  post-route-drc-count: 0
  drt-initial-drc-count: 83
  routed_wl_um: 4460
  insertedDiodeCount: 0
  avgViaCountPerCell: 5.53
  drt-pass1-iter-count: 4
  wire_per_inst_um: 15.8
  antenna_left: 0
  vias: 1564
cts:
  path_clk_slew_ps: 70
  post_cts_buffers: 0
  cts.repair.resized: 0
  root_buffer: "clkbuf_8"
  cts_htree_levels: 1
  cts_hold_buffers: 0
  cts_buffer_depth: 2
  cts_buffers: 3
  clk-insertion-delay-late_ps: 250
  cts_tree: "yes"
timing:
  fin_hold_ws_ps: 676
  rsz0062_at_grt: "no"
  min_period_over_period_pct: 88.7
  untimed_endpoints: 3
  fin_setup_tns_ps: 0
  setup_viol: 0
  max_freq_ghz: 0.305
  finClkSkew_ps: 3.08
  maxSlewViolCount: 0
  unclocked_pins: 3
  hold_viol: 0
  min_period_ps: 3280
die:
  die_area_um2: 5770
  chipHeight_um: 75.9
  dieWidth_um: 75.9
  row_count: 26
  fp_util_pct: 31.7
  core_area_um2: 5170
  io_pins: 32
critical_path:
  critical_path_class: "reg -> out"
  cp_max_fo: 10
  arrival_ps: 2540
  end_kind: "primary output"
  ff2ff_path_depth: 10
  worstSetupStartpointType: "register"
  worstPathRequired_ps: 2960
layout:
  final_util_pct: 39.0
  design_area_um2: 2020
  area_delta_synth_final_pct: 23.0
  final_cells: 283
  layout-drive-gt1-share_pct: 8.45
job:
  warnings: 25
  max_cap_viol_count: 0
placed_design:
  dp_cells: 280
  hpwlAfterDp_um: 3300
  place_area_um2: 1980
  gp_congestion: 0.932
  io_buffers: 31
power:
  combPwrFrac_pct: 34.2
  switching_power_mw: 0.245
  seqPwrFrac_pct: 46.7
  switching_share_pct: 34.2
  peakVddDrop_uv: 192
  leakagePower_nw: 0.868
  clkPwrFrac_pct: 19.0
  power_per_cell_area_nw_per_um2: 355
  p_int_mw: 0.472
worst_hold_path:
  hold_depth: 2
  hold_class: "reg -> reg"
-- critical path, cell delays in order, from the launching register on --
cell and delay [ps]:
dfrtp_1 530, and3_1 250, o22ai_1 180, a21oi_1 80, or3_1 470, a221o_1 370
clkdlybuf4s50_1 400
-- cells by family after synthesis --
kind of cell | share of synthesized area (%)
and+or+nand+nor | 33.4
AOI/OAI and AO/OA | 23.3
buffers and inverters | 7.02
DFF | 30.5
latches | 2.75
muxes | 2.75
other | 0.229
-- cells in the final DEF, fill, tap and decap left out, types with 2 or more instances in the layout --
cell type        count
a31oi_1              5
a41o_1               5
nand2b_1             4
and2_1               2
a221o_1              2
o31ai_1              2
nand3b_1             2
nand2_1             11
dlxtn_1              3
and3_1              11
o21ai_0              6
a21o_1               2
inv_1                6
mux4_2               2
a41oi_1              4
or3_1                4
nor3_1              14
dfrtp_1             20
a211oi_1             2
conb_1               3
o22ai_1              2
nor2b_1              6
o21ai_1              2
nor4b_1              2
o21bai_1             4
nor2_1              13
clkdlybuf4s50_1     31
clkbuf_8             3
a21oi_1              4
nor4_1               2
nand3_1              9
buf_4                3
a31o_1               2
-- per-layer routing --
metal  track usage (%)  up-vias  routed length, µm
li1                  -      762                  -
met1              26.2      747               2200
met2              24.0       53               1980
met3              1.71        2                253
met4              1.92        0                 24
met5                 0        -                  0
-- final cells by class --
class / instances / area (µm²)
timing repair buffer: 34 / 333
tap: 70 / 87.6
sequential: 23 / 546
fill: 510 / 3160
multi-input combinational: 147 / 987
clock buffer: 3 / 41.3
inverter: 6 / 22.5
-- metrics by stage --
stage          setup WS, ps  total power, mW
2_1_floorplan          1120            0.462
3_3_place_gp            471            0.583
3_5_place_dp            493            0.583
4_1_cts                 390            0.722
5_1_grt                 301            0.766
6_report                417            0.717
-- path summary, 6_finish.rpt --
path / startpoint / to / slack, ps
max reg2reg: tic_tac_toe_controller.current_state[0] / tic_tac_toe_controller.current_state[1] / 1180
max: position_reg_unit.pos1[0] / who[0] / 420
max in group asynchronous: reset / position_reg_unit.pos2[0] / 2630
min reg2reg: position_reg_unit.pos2[0] / position_reg_unit.pos2[0] / 680
min: position_reg_unit.pos2[0] / position_reg_unit.pos2[0] / 680
min in group asynchronous: reset / position_reg_unit.pos3[1] / 860
-- power by group through the flow --
stage / logic (mW) / registers, mW / clock network (mW)
finish: 0.245 / 0.335 / 0.136
global route: 0.271 / 0.345 / 0.149
CTS: 0.246 / 0.334 / 0.141
Power and IR drop assume default switching activity.
